<file path="run.sh">
#!/bin/bash
# OpenROAD 26Q1-2900-gdf79404cd8, Yosys 0.63+post, stock flow scripts
make -C /OpenROAD-flow-scripts/flow DESIGN_CONFIG=/design/flow/config.mk WORK_HOME=/design/flow/orfs finish
</file>
<file path="config.mk">
export PLATFORM = sky130hd
export DESIGN_NAME = RAM
export DESIGN_NICKNAME = RAM
export VERILOG_FILES = /design/flow/design.v
export SDC_FILE = /design/flow/constraint.sdc
export NUM_CORES = 4
export LEC_CHECK = 1
export CORE_UTILIZATION = 50
</file>
<file path="constraint.sdc">
current_design RAM

set clk_period 3.5
set clk_io_pct 0.2

create_clock -name clk0 -period $clk_period [get_ports {i_clk}]

set non_clock_inputs [all_inputs -no_clocks]
set_input_delay [expr $clk_period * $clk_io_pct] -clock clk0 $non_clock_inputs
set_output_delay [expr $clk_period * $clk_io_pct] -clock clk0 [all_outputs]
</file>
<file path="design.v">
`timescale 1ns / 1ps
module RAM(i_clk, i_rst,  i_addr, i_write_data,i_write_en, o_read_data);
parameter DATA_W = 8;
parameter SIZE = 8;
parameter ADDR_W = 3;
input i_clk, i_rst, i_write_en;
input [ADDR_W-1:0] i_addr;
input [DATA_W-1:0] i_write_data;
output reg [DATA_W-1:0] o_read_data;
reg [DATA_W-1:0] mem[0:SIZE-1]; 
integer i;
always @(posedge i_clk) begin
              if(i_rst) begin
                             for (i=0; i<SIZE;i=i+1) begin
                                           mem[i] <= 0;
                             end
              end
              else begin
              if(i_write_en)
                mem[i_addr] <= i_write_data;
                else
                o_read_data<=mem[i_addr];
                             end
              end
endmodule      
</file>
==> out/qor.yml <==
run_status:
  run_status: "finished, final reports clean"
power_and_ir_drop:
  combPwrFrac_pct: 10.3
  clockPowerShare_pct: 30.2
  p_switching_w: 0.000372
  fin_total_pwr_w: 0.00171
  power.internal_w: 0.00134
  power_switching_share_pct: 21.8
  seq_power_share_pct: 59.5
  vdd_ir_drop_max_mv: 0.232
  powerDensity_mw_per_mm2: 464
  cellLeakagePower_nw: 1.18
drt:
  drtAntennaViolNets: 0
  drc_errors: 0
  wl_per_cell_um: 20.9
  firstDrtPassIters: 4
  finalWirelength_um: 6550
  vias: 1866
  dr.first_iter.drc_count: 133
  diodes: 0
  vias_per_cell: 5.96
final_timing:
  finalCritPeriodShare_pct: 73.2
  period_minus_slack_ns: 2.56
  worst_slack_ns: 0.939
  finalHoldViolations: 0
  rsz0062_at_grt: "no"
  relSlewSlack_pct: 43.4
  finalClockSkew_ns: 0.00530
  holdWs_ns: 0.765
  setup_viol: 0
  tns_ns: 0
  worst_slew_pin_slew_ns: 0.846
  slew_violations: 0
  max_freq_ghz: 0.391
clock_tree:
  post_cts_buffers: 0
  cts-resized-gates: 0
  htreeDepth: 3
  cts_sinks: 72
  cts_tree: "built"
  cts_made_buffers: 9
  clockBufferDepth: 2
  clk_latency_ns: 0.33
  cts_root_buf: "clkbuf_8"
  ctsHoldBuffers: 0
  clkTransAtPathRegs_ns: 0.07
setup_path:
  r2r_start: "mem[2][3]$_SDFFCE_PN0P_"
  crit_type: "primary input to flip-flop"
  critPathSlowestCell: "or3b_1"
  crit_chain: "clkdlybuf4s50_1, or3b_1, o21bai_1, buf_4"
  endpoint_kind: "flip-flop"
  worstSetupStartpointType: "primary input"
  crit_arrival_ns: 2.60
  cpPeakStageDelay_ns: 0.70
  rrSetupSlack_ns: 2.01
  path_buffers: 2
  cp_num_cells: 4
  cp_max_fo: 21
  worstPathRequired_ns: 3.54
  rr_worst_depth: 2
  r2r-end: "o_read_data[3]$_DFFE_PP_"
  cp_top_family: "buffers and inverters"
floorplan:
  die-area_mm2: 0.00684
  fp-utilization_pct: 51.6
  die_y_um: 82.7
  core_region_area_mm2: 0.00631
  die_x_um: 82.7
  row_count: 29
  ios: 22
synth:
  synth_adder_area_share_pct: 0
  yosys.area_share.xor_xnor_pct: 0
  yosysTopAreaCell: "edfxtp_1"
  ys_cells: 203
  synth_cell_types: 19
  yosys_warnings: 1
  synth_flops: 72
  aoi_share_pct: 1.84
  ys_sh_simple_pct: 11.1
  seq_area_frac_synth_pct: 66.4
  top_cells_by_area: "edfxtp_1 66%, nor3_1 9.8%, mux4_1 6.5%"
  ys_sh_mux_pct: 15.2
  logic_family: "multiplexers"
  syn_area_mm2: 0.00326
  avgSynthCellArea_um2: 16.0
  ys_area_mm2: 0.00326
  synth_cells: 203
  synth_top_area_share_pct: 66.4
placed_design:
  placed_cell_area_mm2: 0.00354
  port_buffers: 21
  place_worst_setup_slack_ns: 0.596
  globalplace.congestion: 0.823
  post-dp-hpwl_um: 4480
run:
  cap_violations: 0
  warnings: 25
layout:
  area_growth_pct: 13.3
  final_layout_top_logic_cells: "72 x edfxtp_1, 64 x nor3_1, 21 x clkdlybuf4s50_1"
  drive_above_1_share_pct: 17.8
  mostFrequentLayoutCell: "edfxtp_1"
  fill_cells: 492
  fin_area_mm2: 0.00369
hold_path:
  min_to: "o_read_data[5]$_DFFE_PP_"
  min_path_type: "flip-flop to flip-flop"
  min_path_cells: 2
  min_from: "mem[5][5]$_SDFFCE_PN0P_"
global_routing:
  antenna_found_initial: 0
  grt-ovfl-total: 0
  grt_pass1_vias: 1986
  grt_pass1_wl_um: 10100
  grt_util_all_layers_pct: 23.4
  grt_max_degree: 22
-- layer usage --
metal / wire length [um] / vias up / global-route usage [%]
met5: 0 / - / 0
li1: - / 859 / -
met2: 2950 / 97 / 32.9
met1: 2730 / 897 / 38.2
met3: 742 / 13 / 11.4
met4: 126 / 0 / 4.48
-- worst max path at each step --
stage      from                       to  slack [ns]
4_1_cts   i_rst  mem[3][1]$_SDFFCE_PN0P_        0.96
5_1_grt   i_rst  mem[3][1]$_SDFFCE_PN0P_        0.80
6_report  i_rst  mem[3][1]$_SDFFCE_PN0P_        0.94
-- cell type report --
cell class | instances | area (um^2) | share of cell area [%]
well taps | 77 | 96.3 | 2.61
inverters | 8 | 30.0 | 0.814
repair buffers | 38 | 338 | 9.15
flip-flops and latches | 72 | 2160 | 58.6
clock buffers | 13 | 139 | 3.76
multi-input cells | 103 | 918 | 24.9
clock inverters | 2 | 7.51 | 0.203
-- cells in the mapped netlist --
master and n:
nand2_1 1, buf_2 10, nor3_1 64, clkbuf_1 1, buf_8 1, clkinv_1 8, buf_6 5, or3b_1 1
buf_4 3, mux4_2 8, mux2_2 4, or2_1 1, nand3b_1 1, edfxtp_1 72, o21bai_1 8, nor2_1 1
mux2_4 4, nand2b_1 2, mux4_1 8
-- sequential cells by signal, summed over array words and instances (netlist names) --
| name | flops |
|---|---|
| o_read_data | 8 |
| mem | 64 |
-- power by group through the flow --
stage | registers (W) | clock network, W | logic [W]
after CTS | 0.00102 | 0.000527 | 0.000178
after global routing | 0.00102 | 0.000558 | 0.000190
final | 0.00102 | 0.000517 | 0.000176
-- through the flow --
step           std cells  utilization, %
2_1_floorplan        203               -
3_3_place_gp         298            56.1
3_5_place_dp         298            56.1
4_1_cts              313            58.5
5_1_grt              313            58.5
6_report             313            58.5
-- cells by family after synthesis --
kind of cell,after synthesis
flip-flops,72
buffers and inverters,28
multiplexers,24
AND-OR/OR-AND,8
AND/OR/NAND/NOR,71
-- worst register-to-register path: cells and delay by family, from the launching register on --
kind	cells	cell delay, ns
muxes	2	0.87
DFF	1	0.38
Power figures rest on the tool's default switching activity, not on a simulated workload.
