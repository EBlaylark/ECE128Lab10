### design.v
`timescale 1ns / 1ps
module RegisterFile(A, B, SA, SB, D, DA, W, rst, clk);
	output [3:0]A;  
	output [3:0]B;  
	input SA;  
	input SB;  
	input [3:0]D;  
	input DA;  
	input W;  
	input rst;  
	input clk;
	wire [1:0]load_enable;
	wire [3:0]R00, R01;
	Decoder1to2 decoder (load_enable, DA, W);
	RegisterNbit reg00 (D,R00,load_enable[0], rst, clk);  
	RegisterNbit reg01 (D,R01,load_enable[1], rst, clk);
	Mux2to1Nbit muxA (A,R00, R01, SA);
	Mux2to1Nbit muxB (B,R00, R01,SB); 
endmodule
module RegisterNbit(D, Q,  L, R, clock);
	parameter N = 4;  
	output reg [N-1:0]Q;  
	input [N-1:0]D;  
	input L;  
	input R;  
	input clock;  
	always @(posedge clock or posedge R) begin
		if(R)
			Q <= 0;
		else if(L)
			Q <= D;
		else
			Q <= Q;
	end
endmodule
module Decoder1to2(m, S, en);
	input S;  
	input en;  
	output [1:0]m;  
	assign m[0] = ~S&en;
	assign m[1] = S&en;
endmodule
module Mux2to1Nbit(o, i1,i2, s);
   input [3:0] i1,i2;
   input  s;
   output reg  [3:0] o;
always @(s or i1 or i2)
begin
   case (s)
      1'b0 : o = i1;
      1'b1 : o = i2;
      default : o = 4'b0;
   endcase
end
endmodule
### run.sh
#!/bin/bash
# OpenROAD 26Q1-2900-gdf79404cd8, Yosys 0.63+post, stock flow scripts
make -C /OpenROAD-flow-scripts/flow DESIGN_CONFIG=/design/flow/config.mk WORK_HOME=/design/flow/orfs finish
### config.mk
export PLATFORM = sky130hd
export DESIGN_NAME = RegisterFile
export DESIGN_NICKNAME = RegisterFile
export VERILOG_FILES = /design/flow/design.v
export SDC_FILE = /design/flow/constraint.sdc
export NUM_CORES = 4
export LEC_CHECK = 1
export CORE_AREA = 10 10 70 70
export DIE_AREA = 0 0 80 80
### constraint.sdc
current_design RegisterFile

set clk_period 1.6
set clk_io_pct 0.2

create_clock -name clk0 -period $clk_period [get_ports {clk}]

set non_clock_inputs [all_inputs -no_clocks]
set_input_delay [expr $clk_period * $clk_io_pct] -clock clk0 $non_clock_inputs
set_output_delay [expr $clk_period * $clk_io_pct] -clock clk0 [all_outputs]
==> flow_metrics.env <==
# source this file to load flow results
export IMPL_syn_inst=27
export IMPL_period_needed_ns=1.52
export IMPL_synth_cell_types=6
export IMPL_synth_xor_xnor_area_share_pct=0
export IMPL_combPwrFrac_pct=35.3
export IMPL_topCombFamilyByArea="multiplexers"
export IMPL_layout_drive_gt1_share_pct=57.1
export IMPL_worstSkewPairLatency_ns=0.24
export IMPL_yosysChipArea_um2=419
export IMPL_critPathSlowestCell="dfrtp_1"
export IMPL_ys_sh_mux_pct=46.6
export IMPL_clock_sinks=8
export IMPL_die_width_um=80
export IMPL_path_clk_slew_ns=0.05
export IMPL_numPortBuffers=17
export IMPL_boundaryPins=18
export IMPL_reg2reg_from="reg01.Q[2]$_DFFE_PP0P_"
export IMPL_rows=21
export IMPL_worstHoldPathType="in2async"
export IMPL_hold_slack_ns=0.318
export IMPL_power_density_nw_per_um2=841
export IMPL_syn_area_um2=419
export IMPL_fin_skew_ns=0
export IMPL_drc=0
export IMPL_dr_pass1_iters=2
export IMPL_rsz0062_at_grt="no"
export IMPL_reg2reg_slack_ns=0.62
export IMPL_peakVddDrop_uv=282
export IMPL_clock_root_buffer="clkbuf_4"
export IMPL_synth_avg_cell_area_um2=15.5
export IMPL_worstSetupStartpoint="reg01.Q[3]$_DFFE_PP0P_"
export IMPL_grt_usage_pct=3.75
export IMPL_h_tree_depth=1
export IMPL_maxSlewViolCount=0
export IMPL_cts_buffers=3
export IMPL_fin_crit_sh_pct=95.0
export IMPL_pwr_share_seq_pct=40.7
export IMPL_yosysCellCount=27
export IMPL_num_fill_cells=383
export IMPL_pre_cts_slack_ns=-0.429
export IMPL_path_class="reg2out"
export IMPL_layout_top_cell="mux2_2"
export IMPL_maxCapViolCount=0
export IMPL_vias=317
export IMPL_topCellsByArea="dfrtp_1, mux2_2, mux2_4"
export IMPL_core_um2=3420
export IMPL_yosys_area_top_type="dfrtp_1"
export IMPL_r2r_cells=3
export IMPL_simple_gate_area_share_pct=4.78
export IMPL_dieArea_um2=6400
export IMPL_diodes=0
export IMPL_slowest_delay_ns=0.38
export IMPL_r2r_end="reg01.Q[2]$_DFFE_PP0P_"
export IMPL_endpoint_kind="primary output"
export IMPL_crit_path_max_fanout=2
export IMPL_relSlewSlack_pct=80.3
export IMPL_via_per_inst=3.11
export IMPL_p_leak_nw=0.328
export IMPL_final_util_pct=21.2
export IMPL_finalSetupTns_ns=0
export IMPL_holdBufCountCts=0
export IMPL_switchingPower_mw=0.133
export IMPL_overflow=0
export IMPL_setup_ws_ns=0.0807
export IMPL_grt_pass1_wl_mm=1.75
export IMPL_crit_chain="buf_4 -> mux2_2 -> clkdlybuf4s15_1"
export IMPL_yosys_stat_seqShare_pct=47.8
export IMPL_dieHeight_um=80
export IMPL_ys_sh_adder_pct=0
export IMPL_mostFrequentLayoutCells="mux2_2, buf_4, dfrtp_1, clkdlybuf4s50_1, mux2_4"
export IMPL_antenna_found_initial=0
export IMPL_top_area_share_pct=47.8
export IMPL_setup_worst_path_start_class="register"
export IMPL_cts_buffer_depth=2
export IMPL_worstMarginPinSlew_ns=0.295
export IMPL_p_int_mw=0.477
export IMPL_grt_pass1_vias=370
export IMPL_syn_to_final_growth_pct=73.1
export IMPL_gp_congestion=0.741
export IMPL_tool_warnings=25
export IMPL_outcome="finished clean"
export IMPL_tritoncts="built"
export IMPL_wirelength_mm=1.16
export IMPL_ant_nets=0
export IMPL_power_total_mw=0.610
export IMPL_initCoreUtil_pct=12.3
export IMPL_ys_flops=8
export IMPL_ys_warn_count=2
export IMPL_max_freq_mhz=658
export IMPL_p_sw_share_pct=21.8
export IMPL_hold_viol=0
export IMPL_yosys_area_share_aoi_pct=0
export IMPL_required_ns=1.28
export IMPL_wl_per_cell_um=11.4
export IMPL_drtIter0Drc=12
export IMPL_clock_power_share_pct=23.9
export IMPL_crit_arrival_ns=1.20
export IMPL_grt_max_degree=9
export IMPL_finalSetupViolations=0
-- routing by layer --
metal	track usage [%]	wire [um]	vias to the layer above
li1	-	-	159
met1	3.92	485	146
met2	5.94	534	12
met3	3.18	141	0
met4	0.176	0	0
met5	0	0	-
-- cells by family after synthesis --
family        after synthesis
simple gates                2
flops                       8
buf+inv                     1
mux                        16
-- how the worst max path moves through the flow --
stage                  end
final                 B[3]
after global routing  B[1]
after CTS             B[3]
-- per-stage QoR --
| stage | cells | area, um2 |
|---|---|---|
| 3_5_place_dp | 90 | 647 |
| 2_1_floorplan | 27 | 419 |
| 5_1_grt | 102 | 726 |
| 6_report | 102 | 726 |
| 3_3_place_gp | 90 | 647 |
| 4_1_cts | 102 | 721 |
-- flip-flops by register name, indices dropped and copies added, names as in the netlist --
| signal | count |
|---|---|
| reg00.Q | 4 |
| reg01.Q | 4 |
-- critical path, delay by kind of cell (launching register included) --
kind	cells	cell delay (ns)
buf+inv	2	0.32
mux	1	0.25
flops	1	0.38
-- power groups by stage --
stage	Clock [mW]	Sequential, mW	Combinational (mW)
6_report	0.146	0.249	0.216
5_1_grt	0.164	0.252	0.235
4_1_cts	0.152	0.248	0.216
-- cell usage after synthesis --
| master | number |
|---|---|
| mux2_4 | 4 |
| nor2b_4 | 1 |
| inv_1 | 1 |
| mux2_2 | 12 |
| nand2_2 | 1 |
| dfrtp_1 | 8 |
-- final cells by class --
class                   count  area, um2  area share, %
repair buffers             26        223           30.7
clock buffers               3       22.5           3.10
well taps                  46       57.6           7.93
flip-flops and latches      8        200           27.6
multi-input cells          18        219           30.2
inverters                   1       3.75          0.517
-- repair_timing --
action / 4_1_cts / 5_1_grt
buffers inserted: 9 / 0
setup endpoints to repair: 8 / 4
gates resized: 17 / 4
No activity file was given, so power comes from the tool's default toggle rates.
