==> flow/design.v <==
`timescale 1ns / 1ps
module Multiplier (
    input [3:0] operand1,     
    input [3:0] operand2,     
    output [7:0] product     
);
    assign product = operand1 * operand2;   
endmodule
==> flow/run.sh <==
#!/bin/bash
# OpenROAD 26Q1-2900-gdf79404cd8, Yosys 0.63+post, stock flow scripts
make -C /OpenROAD-flow-scripts/flow DESIGN_CONFIG=/design/flow/config.mk WORK_HOME=/design/flow/orfs finish
==> flow/config.mk <==
export PLATFORM = sky130hd
export DESIGN_NAME = Multiplier
export DESIGN_NICKNAME = Multiplier
export VERILOG_FILES = /design/flow/design.v
export SDC_FILE = /design/flow/constraint.sdc
export NUM_CORES = 4
export LEC_CHECK = 1
export CORE_AREA = 10 10 70 70
export DIE_AREA = 0 0 80 80
==> flow/constraint.sdc <==
current_design Multiplier

set clk_period 3.5
set clk_io_pct 0.2

create_clock -name clk0 -period $clk_period

set non_clock_inputs [all_inputs -no_clocks]
set_input_delay [expr $clk_period * $clk_io_pct] -clock clk0 $non_clock_inputs
set_output_delay [expr $clk_period * $clk_io_pct] -clock clk0 [all_outputs]
==> results_slide.txt <==
Flow Results at a Glance

Power and ir drop
  – Leak pwr: 0.405 nW
  – Power Dens Cells: 166 nW/um^2
  – Sw Share: 39.2%
  – Sequential share of power: 0%
  – Clock Power Share: 0%
  – Psw: 0.0554 mW
  – Final Power: 0.141 mW
  – Max VDD drop: 0.0000587 V
  – P_int: 0.0860 mW
  – Combinational Power Share: 100.0%

GRT
  – Number of global-route vias before repair: 493
  – GRT Overall Usage: 3.73%
  – Antenna violations before repair: 0
  – First-pass GRT wire length: 2.10 mm
  – Grt total ovfl: 0
  – Maximum number of pins on one net before global-route repair: 5

Final timing
  – Setup TNS: -0.379 ns
  – Final worst-path setup slack: -0.204 ns
  – Highest clock rate: 0.270 GHz
  – Worst slew pin tran: 0.196 ns
  – Period utilisation layout: 106%
  – Hold Slack: 2.14 ns
  – Final Hold Violating Endpoints: 0
  – Finish-stage setup viols: 2
  – Crit path time final: 3.70 ns
  – Slew headroom: 86.9%
  – RSZ-0062 raised after global routing: true
  – Final Max Slew Viols: 0

Critical path
  – CP Launch Point: operand1[0]
  – CP arrival: 3.00 ns
  – CP max stage delay: 0.53 ns
  – WP depth: 10
  – Critical path class: primary input to primary output
  – WP data required: 2.80 ns
  – Critical Path Source Type: primary input
  – Critical-path top delay cell: fa_1
  – Buf+Inv Stages, Crit Path: 3
  – Worst-path fanout max: 2
  – Crit path capture: product[7]
  – Largest delay contributor family on the critical path: adder cells
  – CP endpoint kind: primary output
  – Most frequent CP cell: fa_1
  – Crit-path cells: buf_8 -> nand2_4 -> fa_1 -> inv_1 -> fa_1 -> ha_4 -> a211oi_2 -> or4b_4 -> o2111ai_2 -> buf_2

Run status
  – Outcome: finished, violations left
  – Violated checks: setup timing

Synth
  – Cell count after synthesis: 51
  – Largest cells by area: ha_1, and2_1, fa_1
  – # Cells Yosys: 51
  – Synth cell types: 17
  – Seq share, synth: 0%
  – Cell accounting for the most synthesized area: ha_1
  – Warnings, synthesis: 0
  – Yosys stat area: 447 sq um
  – Cell area after synthesis: 447 sq um
  – Top cell area share: 33.6%
  – Avg Synthesized Cell Area: 8.76 sq um

Floorplanning
  – Die height: 80 microns
  – Site Rows: 21
  – Chip Width: 80 microns
  – Fp_density: 13.1%
  – Core Area: 3420 sq um
  – IO Count: 16
  – Die area: 6400 sq um

Finish
  – Post-route cell area: 851 sq um
  – Register area: 0 sq um
  – Core Util, Final: 24.9%
  – Flop count: 0
  – Layout cells sized above 1: 50.0%
  – Synthesis-to-finish area growth: 90.5%
  – Fin cells: 126
  – # clk buffers: 0

Placement
  – Routability cong.: 0.802
  – Cell Area, Placed: 747 sq um
  – DP Cell Count: 124
  – Hpwl dp: 992 microns
  – Pre-CTS WS: -1.15 ns
  – # port buffers: 16

CTS
  – # hold bufs at CTS: 0

Routing
  – Via count: 453
  – Vias/cell: 3.60
  – Inserted Diodes: 0
  – # DRC: 0
  – DR WL/cell: 9.44 microns
  – TritonRoute pass-1 iters: 2
  – Antenna Violating Nets Remaining: 0
  – Drt initial violations: 2
  – Post-Route WL: 1.19 mm

Run
  – OpenROAD warning count: 34
  – Max Cap Viol: 0

Min path
  – Worst min path class: primary input to primary output
  – Hold Startpoint: operand1[0]
-- placed cells by master, fill, tap and decap left out, types with 2 or more instances in the layout --
master / Yosys / layout
buf_4: 0 / 12
a21oi_2: 0 / 2
ha_4: 0 / 5
inv_1: 3 / 3
buf_2: 0 / 5
fa_1: 4 / 3
nor2_1: 2 / 2
and2_1: 13 / 11
and2_4: 0 / 2
clkdlybuf4s50_1: 0 / 4
buf_8: 0 / 2
ha_1: 12 / 7
buf_6: 0 / 4
xnor2_1: 2 / 2
-- timing repair --
item / 4_1_cts / 5_1_grt
setup buffers: 2 / 0
gates resized: 60 / 5
pin swaps: 16 / 2
endpoints found under the setup margin: 5 / 5
-- logic make-up (layout without fill, tap and decap cells) --
logic type	count (synthesis)	in the layout	synth area share (%)
simple gates	20	20	26.6
fa+ha+maj	16	16	51.5
compound gates	9	9	13.4
xor+xnor	3	3	5.88
buf+inv	3	32	2.52
-- metal layers --
| metal | track usage, % | part of all wire (%) |
|---|---|---|
| met5 | 0 | 0 |
| met4 | 0 | 0 |
| met3 | 0.568 | 4.6 |
| met1 | 5.00 | 50 |
| met2 | 6.50 | 45 |
-- synthesized netlist by cell type --
library cell,count
or4b_1,1
a21o_1,1
and3b_1,1
o21ai_1,1
xnor2_1,2
a21o_2,1
inv_1,3
nand2_1,3
and2_1,13
o2111ai_1,1
ha_1,12
xor2_1,1
a211oi_1,1
fa_1,4
o211ai_1,1
a21oi_1,3
nor2_1,2
-- power by group through the flow --
stage         logic, mW  registers (mW)  clock network (mW)
CTS               0.140               0                   0
global route      0.159               0                   0
finish            0.141               0                   0
-- final cells by class --
type / count / area [sq um]
Fill cell: 382 / 2560
Multi-Input combinational cell: 48 / 538
Timing Repair Buffer: 29 / 244
Tap cell: 46 / 57.6
Inverter: 3 / 11.3
-- worst min-delay path by stage --
stage | to | cells past startpoint
after CTS | product[0] | 4
after global routing | product[0] | 4
final | product[0] | 4
No activity file was given, so power comes from the tool's default toggle rates.
